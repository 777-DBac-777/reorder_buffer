==> flow/config.mk <==
export PLATFORM = sky130hd
export DESIGN_NAME = reorder_buffer
export DESIGN_NICKNAME = reorder_buffer
export VERILOG_FILES = /design/flow/design.v
export SDC_FILE = /design/flow/constraint.sdc
export NUM_CORES = 4
export LEC_CHECK = 1
export CORE_UTILIZATION = 30
export SYNTH_HDL_FRONTEND = slang
==> flow/constraint.sdc <==
current_design reorder_buffer

set clk_period 9.0
set clk_io_pct 0.2

create_clock -name clk0 -period $clk_period [get_ports {clk}]

set non_clock_inputs [all_inputs -no_clocks]
set_input_delay [expr $clk_period * $clk_io_pct] -clock clk0 $non_clock_inputs
set_output_delay [expr $clk_period * $clk_io_pct] -clock clk0 [all_outputs]
==> flow/design.v <==
`timescale 1ns / 1ps
module fifo(
  input  logic       clk_i,
  input  logic       resetn_i,
  input  logic       push_i,
  input  logic [3:0] data_i,
  output logic       full_o,
  input  logic       pop_i,
  output logic [3:0] data_o,
  output logic       empty_o
);
  logic [4:0] write;
  logic [4:0] read;
  logic [4:0] next_write;
  logic [4:0] next_read;
  logic empty, full;
  assign empty_o = empty;
  assign full_o  = full;
  logic [3:0] mem [15:0];
  logic [3:0] next_mem [15:0];
  always @( posedge clk_i )
    mem <= next_mem;
  always @( posedge clk_i )
    if( !resetn_i )
      begin
        write <= '0;
        read  <= '0;
      end
    else
      begin
        write <= next_write;
        read  <= next_read;
      end
  always_comb
    begin
      full  = ( write == {!read[4], read[3:0]} );
      empty = ( write == read );
    end
  always_comb
    begin
      next_write = write;
      next_read  = read;
      next_mem   = mem;
      if( push_i && !full )
        begin
          next_mem[write[3:0]] = data_i;
          next_write = write + 1;
        end
      if( pop_i && !empty )
        begin
          next_read = read + 1;
        end
    end
  assign data_o = mem[read[3:0]];
endmodule
`timescale 1ns / 1ps
module memory #(
  parameter DATA_WIDTH = 8
)(
  input  logic                  clk_i,
  input  logic                  resetn_i,
  input  logic [3:0]            waddr_i,
  input  logic                  wr_i,
  input  logic [DATA_WIDTH-1:0] data_i,
  input  logic [3:0]            raddr_i,
  input  logic                  rd_i,
  output logic [DATA_WIDTH-1:0] data_o,
  output logic                  valid_o
);
  logic [15:0] valid;
  logic [15:0] next_valid;
  logic [DATA_WIDTH-1:0] mem [15:0];
  always @( posedge clk_i )
    if( !resetn_i )
      valid <= '0;
    else
      valid <= next_valid;
  always_comb
    begin
      next_valid = valid;
      if( rd_i )
        next_valid = next_valid ^ ( 16'b1 << raddr_i );
      if( wr_i )
        next_valid = next_valid | ( 16'b1 << waddr_i );
    end
  always @( posedge clk_i )
    if( wr_i )
      mem[waddr_i] <= data_i;
  assign data_o  = mem[raddr_i];
  assign valid_o = valid[raddr_i];
endmodule
`timescale 1ns / 1ps
module reorder_buffer #(
  parameter DATA_WIDTH = 8
)(
  input  logic                    clk,
  input  logic                    rst_n,
  input  logic            [3:0]   s_arid_i,
  input  logic                    s_arvalid_i,
  output logic                    s_arready_o,
  output logic [DATA_WIDTH-1:0]   s_rdata_o,
  output logic            [3:0]   s_rid_o,
  output logic                    s_rvalid_o,
  input  logic                    s_rready_i,
  output logic            [3:0]   m_arid_o,
  output logic                    m_arvalid_o,
  input  logic                    m_arready_i,
  input  logic [DATA_WIDTH-1:0]   m_rdata_i,
  input  logic            [3:0]   m_rid_i,
  input  logic                    m_rvalid_i,
  output logic                    m_rready_o
);
  logic                  empty;
  logic [3:0]            current_id;
  logic [DATA_WIDTH-1:0] current_data;
  logic                  valid_data, valid_id_and_data;
  logic                  r_hand_shake, ar_hand_shake;
  fifo FIFO(
    .clk_i    ( clk ),
    .resetn_i ( rst_n ),
    .push_i   ( ar_hand_shake ),
    .data_i   ( s_arid_i ),
    .full_o   (  ),
    .pop_i    ( r_hand_shake ),
    .data_o   ( current_id ),
    .empty_o  ( empty )
  );
  memory #(
    .DATA_WIDTH ( DATA_WIDTH )
  ) MEM (
    .clk_i    ( clk ),
    .resetn_i ( rst_n ),
    .waddr_i  ( m_rid_i ),
    .wr_i     ( m_rvalid_i ),
    .data_i   ( m_rdata_i ),
    .raddr_i  ( current_id ),
    .rd_i     ( r_hand_shake ),
    .data_o   ( current_data ),
    .valid_o  ( valid_data )
  );
  assign m_arid_o          = s_arid_i;
  assign m_arvalid_o       = s_arvalid_i;
  assign s_arready_o       = m_arready_i;
  assign ar_hand_shake     = s_arvalid_i && m_arready_i;
  assign m_rready_o        = 1'b1;
  assign s_rid_o           = current_id;
  assign s_rdata_o         = current_data;
  assign valid_id_and_data = !empty && valid_data;
  assign s_rvalid_o        = valid_id_and_data;
  assign r_hand_shake      = valid_id_and_data && s_rready_i;
endmodule
==> flow/run.sh <==
#!/bin/bash
# OpenROAD 26Q1-2900-gdf79404cd8, Yosys 0.63+post, stock flow scripts
make -C /OpenROAD-flow-scripts/flow DESIGN_CONFIG=/design/flow/config.mk WORK_HOME=/design/flow/orfs finish
==> results_slide.txt <==
Flow Results at a Glance

Finish
  – Fin util: approximately 36%
  – Area grow syn2layout: 16.5%
  – Ratio of cells with drive above 1 in the final layout: ~14%
  – Final Instance Area: ~11000 µm²
  – Fin cells: between 1000 and 1500

Placed design
  – Port Buffer Count: 40
  – Final HPWL DP: around 13 mm
  – Cell total after placement: 1110
  – DP Area: between 10000 and 15000 µm²
  – Final Wtd Congestion: roughly 0.84

Floorplan
  – Die width: approximately 180 µm
  – IO Pins: 42
  – Die height: about 180 µm
  – Site row count: roughly 64
  – Core area: between 30000 and 40000 µm²
  – Die ar.: about 32000 µm²
  – Starting density of the core: between 30% and 40%

Yosys
  – Cell total in the yosys stat output: 693
  – Syn. warnings: 0
  – Asr flop ratio synth: 0%
  – Post-synth area from yosys stat: roughly 9400 µm²
  – Seq share, synth: 66.6%
  – Most common cell in the netlist: edfxtp_1
  – Distinct cells, synth: 58
  – Mapped Cells: just under 700
  – Area leader, netlist: edfxtp_1
  – Number of synthesized register bits: 218
  – Commonest cells post-synth: 192 x edfxtp_1, 159 x nand2_1, 33 x a31oi_1, 33 x and3_1, 30 x nor2_1
  – Dominant Register Cell: edfxtp_1
  – Area of the mapped netlist: roughly 9400 µm²
  – Mean Syn Cell Area: approximately 14 µm²
  – Synth top area share: between 60% and 70%
  – Post-synth area hogs: edfxtp_1 61%, nand2_1 6.3%, mux4_2 5.7%
  – Post-synth EDFFs: between 150 and 200

Clock network
  – Depth of the CTS H-tree: 1
  – Longest Clk Path Bufs: 3
  – CTS Hold Bufs: 0
  – CTS tree: built
  – CTS sink count: roughly 220
  – Skew-Pair Late Insertion Delay: 500 ps
  – Clock root buffer: clkbuf_16
  – Post-CTS Setup Bufs: 0
  – Reg clk slew, reported paths: approximately 60 ps
  – CTS buffer count: 23
  – CTS resizes: 0

Setup path
  – Setup crit end kind: output port
  – CP arrival: approximately 5200 ps
  – Crit path kind: reg -> out
  – Required time of the critical path: 7200 ps
  – CP startpoint kind: flip-flop
  – Crit-path slowest cell: dfxtp_1
  – Worst Path Buf+Inv: 5
  – Critical Path, Cell by Cell: buf_4 -> mux4_2 -> mux2_4 -> a21oi_4 -> buf_4 -> inv_2 -> buf_4 -> nand2_1 -> and3_1 -> a31oi_1 -> mux4_2 -> clkdlybuf4s50_1
  – CP most frequent cell: buf_4
  – Crit-path leading delay family: buffers and inverters
  – Crit-path max FO: around 65
  – Crit-path max cell delay: 670 ps

Power
  – Worst vdd ir: around 0.11 mV
  – Power per cell area: ~200 nW/µm²
  – Power Total: about 2200 µW
  – Pleak: between 0.003 and 0.004 µW

Global routing
  – Vias in the first global route: about 5700
  – GRT Total Usage: between 10 and 15%
  – Total grt overflow: 0
  – Pin count of the biggest net entering global routing: roughly 66
  – Initial antenna violation count: 0
  – First-pass GRT wire length: about 32 mm

Routing
  – Initial drt markers: 393
  – Final WL: around 21 mm
  – Antenna-violating nets left: 0
  – Post-route DRC: 0
  – Router iterations before antenna repair: 19
  – N_diodes: 0
  – Vias post-DR: roughly 5700
  – WL/cell: approximately 18 µm
  – DR vias/cell: approximately 4.9

STA
  – Setup_tns: 0 ps
  – Fmax: 0.144 GHz
  – Least-Margin Pin Slew: approximately 800 ps
  – Slew HR: between 40 and 50%
  – Final setup fails: 0
  – RSZ-0062 raised after global routing: false
  – Final hold vios: 0
  – Layout Skew: between 6 and 7 ps
  – Slew Limit Fails: 0
  – Final worst-path cycle share: 77.2%
  – Minimum clock period: 6950 ps

Run status
  – Status: completed

Job
  – Tool warnings: 28
  – Max-Cap Viols: 0

Worst hold path
  – Hold WC Path Type: reg -> reg
## tightest hold or removal path: cells and delay by family, from the launching register on
| family | cells | cell delay [ps] |
|---|---|---|
| and+or+nand+nor | 1 | 60 |
| DFF | 1 | 340 |
| muxes | 1 | 60 |
## cells in the final DEF (no fill, tap or decap), types with 23 or more instances in the layout
cell type	netlist	final
edfxtp_1	192	192
clkbuf_16	0	23
a31oi_1	33	33
nor2_1	30	30
clkdlybuf4s50_1	0	40
nand2_1	159	159
mux4_2	24	24
and3_1	33	33
buf_4	9	25
dfxtp_1	26	26
## area by class of cell
class	count	area (µm²)
inverters	9	33.8
fillers	2922	19800
repair buffers	65	588
clock buffers	29	608
flip-flops and latches	218	6290
clock inverters	12	115
well taps	396	495
multi-input cells	422	2870
## through the flow
step | worst slack, ps | hold slack, ps
floorplan | 4770 | 482
CTS | 2000 | 518
global route | 1760 | 534
finish | 2050 | 513
global placement | 2620 | 499
detailed placement | 2560 | 500
## worst paths after layout
check / start / end / slack [ps] / depth (start not counted)
worst max-delay path: FIFO.read[1] / s_rdata_o[4] / 2050 / 12
worst max register to register: FIFO.read[1] / MEM.valid[14] / 5390 / 10
worst min-delay path: FIFO.read[4] / FIFO.read[4] / 510 / 2
worst min register to register: FIFO.read[4] / FIFO.read[4] / 510 / 2
## cells by family after synthesis
| logic type | share of synthesized area, % |
|---|---|
| flops | 66.6 |
| mux | 8.06 |
| xor+xnor | 0.928 |
| compound gates | 6.84 |
| simple gates | 13.6 |
| fa+ha+maj | 0.663 |
| other cells | 0.0397 |
| buf+inv | 3.22 |
## routing by layer
layer  share of wire, %  GRT usage (%)  vias up  routed length (µm)
li1                   -              -     2679                   -
met1                 41           18.1     2710                8590
met2                 46           22.1      263                9610
met3                 11           7.74       22                2350
met4                1.3           1.96        0                 276
met5                  0              0        -                   0
## power by group
group,switching (µW),total [µW],internal (µW)
Sequential,5.34,1120,1120
Clock,370,905,535
Combinational,110,195,84.9
Total,485,2220,1740
## sequential cells by signal (all words and copies together) (netlist names)
register	cells
MEM.mem	128
FIFO.mem	64
MEM.valid	16
FIFO.read	5
FIFO.write	5
Power is estimated from default activity; no workload was simulated.
